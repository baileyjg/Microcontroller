## flow/run.sh

```bash
#!/bin/bash
# OpenROAD 26Q1-2900-gdf79404cd8, Yosys 0.63+post, stock flow scripts
make -C /OpenROAD-flow-scripts/flow DESIGN_CONFIG=/design/flow/config.mk WORK_HOME=/design/flow/orfs finish
```

## flow/config.mk

```make
export PLATFORM = sky130hd
export DESIGN_NAME = PC
export DESIGN_NICKNAME = PC
export VERILOG_FILES = /design/flow/design.v
export SDC_FILE = /design/flow/constraint.sdc
export NUM_CORES = 4
export LEC_CHECK = 1
export CORE_AREA = 10 10 82 82
export DIE_AREA = 0 0 92 92
```

## flow/constraint.sdc

```tcl
current_design PC

set clk_period 2.2
set clk_io_pct 0.2

create_clock -name clk0 -period $clk_period [get_ports {clk}]

set non_clock_inputs [all_inputs -no_clocks]
set_input_delay [expr $clk_period * $clk_io_pct] -clock clk0 $non_clock_inputs
set_output_delay [expr $clk_period * $clk_io_pct] -clock clk0 [all_outputs]
```

## flow/design.v

```verilog
`timescale 1ns/10ps
module PC(clk, inc, rst, out);
input clk, rst, inc;
output reg[15:0] out;
always @(posedge clk or posedge rst) begin
    if(rst)
        out <= 16'b0000000000000000;
    else if(inc)
        out <= out + 1;
end
endmodule
```

==> run notes <==
Implementation results are summarized by area below.

Timing
The number of hold-slack violations in the final timing report is 0. For the finished layout, the period the worst path requires is 1.73 ns. OpenROAD reports that the post-layout worst path occupies 78.5% of the period. Setup repair after global routing left no endpoint under its margin. Derived from the worst setup path, the maximum achievable clock frequency is 579 MHz. Per the slew report, the remaining headroom to the max-slew limit stands at 59.9%. The final count of negative-setup-slack endpoints is 0.

The final hold slack is 0.471 ns. The final layout reports a setup TNS of 0 ns. The count of pins over their slew limit is 0. The worst clock skew on the final layout is 0.00427 ns.

The pin closest to its max-slew limit shows a slew of 0.601 ns.

Logic synthesis
Synthesis handed over a netlist of 57 instances. Warnings reported by Yosys during synthesis add up to 1. The average instance in the mapped netlist occupies 12.5 um^2. The biggest area contributor in the post-synthesis netlist is sky130_fd_sc_hd__dfrtp_1. The area share of the largest cell type after synthesis is 56.3%. The distinct cell type count after synthesis is 16. Before any placement, the netlist area is recorded as 711 um^2.

By area the synthesized netlist is led by sky130_fd_sc_hd__dfrtp_1 (56%), sky130_fd_sc_hd__xnor2_1 (12%), sky130_fd_sc_hd__xor2_1 (6.2%). The area of the synthesized netlist per yosys stat is 711 um^2. For this run, the register share of the synthesized area comes to 56.3%. The total cells reported by yosys after synthesis is 57. The count of state elements after synthesis is 16.

Clock network
The total clock buffers created by CTS is 3. The longest clock path from root to sink contains 2 buffers. In this run, post-CTS hold repair placed 0 buffers. The clock-pin slew on the worst setup and hold paths is 0.06 ns.

TritonCTS built the clock tree. The number of sinks on the clock net is 16. The source-to-sink clock delay at the later pin of the worst-skew pair is 0.24 ns. CTS built an H-tree with a depth of 1.

The post-CTS setup buffer count is 0. Post-CTS repair ended up resizing 0 cells. The clock root buffer master is sky130_fd_sc_hd__clkbuf_8.

Route
The DRC violation total after the first TritonRoute iteration is 23. The remaining antenna violation count is 0. Detailed routing inserted a total of 478 vias.

The number of vias per cell is 3.21. The overall routed net length is 1.53 mm. The length of the first detailed-routing pass in iterations is 4. For this run, the script counts the antenna cells in the layout as 0.

The number of DRC violations after detailed routing is 0. The per-cell routed wire length is 10.3 um.

Die
The core utilization before placement is 14.0%. For this design the top-level I/O count stands at 19. The floorplan step set the die width to 92 um. The region available for standard cell placement spans 5070 um^2.

In this run the full chip footprint comes out at 8460 um^2. The row count is 26. The vertical die dimension reported for this design is 92 um.

Worst setup path
The highest net fanout along the worst path is 6. The report lists the cells along the critical path as clkdlybuf4s50_1 -> nand4_4 -> nor4_4 -> nand3_1 -> xnor2_1. The critical path's slowest stage uses the library cell sky130_fd_sc_hd__clkdlybuf4s50_1.

The category of the worst setup path capture point is a register. STA puts the critical path data required time at 2.33 ns. The kind of start point of the critical path is an input port. The setup path with the least slack is of type input port to register. The timing report gives the worst reg2reg path a setup slack of 0.77 ns. The kind of cell with the highest combined delay along the critical path is simple AND/OR/NAND/NOR gates. The data arrival time at the worst-slack endpoint is 1.86 ns. The largest stage delay on the critical path is 0.62 ns. The number of buffer and inverter instances along the worst setup path is 1.

Global routing
Entering global routing, the biggest net connects 17 pins. The global-route wire length before repair is 2.62 mm. The overall fraction of global-route tracks in use is 3.82%. Recorded from the global router log, the overflow total was 0. The number of antenna violations at the first check in global routing came to 0. The via count of the first global-routing pass is 483.

Pwr
The total power density per cell area is 908 nW/um^2. The worst-case IR drop observed on VDD is 724 uV. The leakage component of the power is 0.414 nW.

The post-route total power is 0.938 mW.

Layout
The registers reported with the highest flop counts are out x16. The register with the most flip-flops in the layout has 16 of them. The relative area change from synthesis to final layout is 45.4%. The register bank with the most flops is out.

The final cell count without fillers is 149. The utilization after layout is 20.4%. Of the cells placed in the final design, the portion with a size suffix greater than 1 is 10.1%.

Run
The total of max-cap violations is 0. The number of warnings reported in the stage logs is 25.

Run status
The flow ran to the end, and the final reports show no timing, DRC or antenna violations.

Place
During placement, the flow inserted port buffers numbering 18. The placed wire-length estimate after detailed placement is 1.28 mm. The final RePlAce weighted congestion is 0.747. The post-placement cell count is 145.

Min path
The class of the worst hold path is register to register.
## through the flow
step	setup WS [ns]	area (um^2)
3_5_place_dp	0.200	978
3_3_place_gp	0.225	978
5_1_grt	0.356	1030
6_report	0.474	1030
2_1_floorplan	0.961	711
4_1_cts	0.459	1030
## layout make-up
type,instances,area [um^2]
Fill cell,563,4040
Sequential cell,16,400
Multi-Input combinational cell,39,303
Timing Repair Buffer,18,180
Tap cell,70,87.6
Clock buffer,4,55.1
Inverter,2,7.51
## kinds of logic (layout without fill, tap and decap cells)
logic type / Yosys count / in the layout / share of synthesized area, %
XOR/XNOR: 15 / 15 / 18.5
flip-flops: 16 / 16 / 56.3
multiplexers: 1 / 1 / 1.58
buffers and inverters: 2 / 24 / 1.06
adder cells (fa/ha/maj): 1 / 1 / 1.76
AND/OR/NAND/NOR: 22 / 22 / 20.8
## worst reg2reg max path, cell delays in order, from the launching register on
cell,delay [ns]
sky130_fd_sc_hd__dfrtp_1,0.44
sky130_fd_sc_hd__ha_1,0.24
sky130_fd_sc_hd__nand2_1,0.09
sky130_fd_sc_hd__nor3_2,0.27
sky130_fd_sc_hd__nand3_1,0.14
sky130_fd_sc_hd__xnor2_1,0.14
## power breakdown
part,internal [mW],switching [mW]
clock,0.158,0.0927
sequential,0.356,0.0975
combinational,0.164,0.0694
## synthesized netlist by cell type
master	count
sky130_fd_sc_hd__dfrtp_1	16
sky130_fd_sc_hd__xnor2_1	10
sky130_fd_sc_hd__nand2_1	5
sky130_fd_sc_hd__nand3_1	5
sky130_fd_sc_hd__xor2_1	5
sky130_fd_sc_hd__nand4_1	3
sky130_fd_sc_hd__nor2_1	3
sky130_fd_sc_hd__inv_1	2
sky130_fd_sc_hd__and3_1	1
sky130_fd_sc_hd__and4_1	1
sky130_fd_sc_hd__ha_1	1
sky130_fd_sc_hd__mux2_2	1
sky130_fd_sc_hd__nand4_4	1
sky130_fd_sc_hd__nor3_2	1
sky130_fd_sc_hd__nor4_4	1
sky130_fd_sc_hd__or2_1	1
## per-layer routing
| layer | vias up | GRT usage [%] | wire [um] |
|---|---|---|---|
| li1 | 239 | - | - |
| met1 | 223 | 5.52 | 761 |
| met2 | 16 | 5.18 | 640 |
| met3 | 0 | 1.89 | 130 |
| met4 | 0 | 0.386 | 0 |
| met5 | - | 0 | 0 |
## layout by cell type (no fill, tap or decap), drive strengths merged
master / Yosys / layout
nor3: 1 / 1
nand3: 5 / 5
xnor2: 10 / 10
nor4: 1 / 1
clkbuf: 0 / 4
or2: 1 / 1
nand4: 4 / 4
and4: 1 / 1
xor2: 5 / 5
clkdlybuf4s50: 0 / 18
ha: 1 / 1
nor2: 3 / 3
dfrtp: 16 / 16
and3: 1 / 1
nand2: 5 / 5
inv: 2 / 2
mux2: 1 / 1
## path summary, 6_finish.rpt
kind                         start      end  depth (start not counted)
max                            inc  out[15]                          5
min                        out[15]  out[15]                          1
max reg2reg                 out[0]  out[14]                          5
min reg2reg                out[15]  out[15]                          1
max in group asynchronous      rst   out[2]                          2
min in group asynchronous      rst  out[12]                          2
Power is estimated from default activity; no workload was simulated.
